==> /design/flow/design.v <==
module push_button_counter(
    input rst,button,
    output [7:0] led
    );
reg [7:0] count;
always @(posedge button,posedge rst)
begin
if(rst)
count<=0;
else if(button)
count<=count+1;
end
assign led=count;
endmodule
==> /design/flow/run.sh <==
#!/bin/bash
# OpenROAD 26Q1-2900-gdf79404cd8, Yosys 0.63+post, stock flow scripts
make -C /OpenROAD-flow-scripts/flow DESIGN_CONFIG=/design/flow/config.mk WORK_HOME=/design/flow/orfs finish
==> /design/flow/config.mk <==
export PLATFORM = sky130hd
export DESIGN_NAME = push_button_counter
export DESIGN_NICKNAME = push_button_counter
export VERILOG_FILES = /design/flow/design.v
export SDC_FILE = /design/flow/constraint.sdc
export NUM_CORES = 4
export LEC_CHECK = 1
export CORE_AREA = 10 10 70 70
export DIE_AREA = 0 0 80 80
==> /design/flow/constraint.sdc <==
current_design push_button_counter

set clk_period 1.3
set clk_io_pct 0.2

create_clock -name clk0 -period $clk_period [get_ports {button}]

set non_clock_inputs [all_inputs -no_clocks]
set_input_delay [expr $clk_period * $clk_io_pct] -clock clk0 $non_clock_inputs
set_output_delay [expr $clk_period * $clk_io_pct] -clock clk0 [all_outputs]
==> flow_summary.toml <==
# implementation run metrics
[cells_and_area]
lay_top_cells = "8 x dfrtp_1, 8 x dlygate4sd2_1, 8 x buf_4"
layoutNonFillerInstCount = 91
drive_above_1_share_pct = 28.9
reg.largest.list = "count x8"
largest_register_ff_count = 8
regMostFlops = "count"
area_delta_synth_final_pct = 68.7
final_core_util_pct = 15.8

[place]
dp_hpwl_um = 588
io_buffers = 9
placed_cells = 81
gp_congestion = 0.670

[clock_network]
ctsHoldBuffers = 0
clk_latency_ps = 250
cts_buffer_depth = 2
cts-buffers-inserted = 3
cts_tree = "done"
ctsHtreeMaxLevel = 1
root_buffer = "clkbuf_4"
cts_sinks = 8
clkTransAtPathRegs_ps = 50

[setup_path]
r2r_setup_slack_ps = 250
end_kind = "output pin"
rr_startpoint = "count[2]"
path_buffers = 1
critPathMaxStageDelay_ps = 390
cp_data_arrival_time_ps = 890
reg2reg_to = "count[7]"
cp_max_fo = 2
rr_worst_depth = 4
critical_path.top_delay_family = "flip-flops"
cp_cell_sequence = "dlygate4sd2_1"
crit_type = "reg -> out"
crit_slowest_cell = "dfrtp_1"
start_kind = "flip-flop"
cp.required_ps = 1040

[sta]
setup_viol = 0
maxSlewViolCount = 0
grt_setup_unrepaired = "false"
worst-slew-pin-transition_ps = 309
fin_crit_sh_pct = 88.6
slew_headroom_pct = 79.4
skew_ps = 0.967
finalHoldViolCount = 0
fin_tns_setup_ps = 0
whs_ps = 256
min_period_ps = 1150
fmax_mhz = 868

[yosys]
avgSynthCellArea_um2 = 12.8
synth_area_um2 = 320
yosysTopAreaCellShare_pct = 62.5
ys_chip_area_um2 = 320
synth_seq_share_pct = 62.5
topCellsByArea = "dfrtp_1 63%, xnor2_1 8.2%, xor2_1 8.2%, ha_1 3.9%, nand3_1 3.1%"
yosysWarnings = 1
yosys.area.top_type = "dfrtp_1"
synth_cells = 25
ys_cells = 25
ys_types = 11
synth_flops = 8

[routing]
drc = 0
antenna_cells = 0
wl_per_cell_um = 8.80
totalWireLength_um = 801
ant_nets = 0
vias = 246
drt-initial-drc-count = 8
viasPerCell = 2.70
drt_pass1_iterations = 2

[power_and_ir_drop]
internal_power_w = 0.000357
power_frac_clock_pct = 41.7
p_per_area_nw_per_um2 = 816
max-vdd-ir-drop_uv = 189
total_power_w = 0.000441
seq_power_share_pct = 56.6
switching_share_pct = 18.9
p_sw_w = 0.0000835
power_frac_comb_pct = 1.8
p_leak_nw = 0.268

[flow_run]
maxCapViolCount = 0
warnings = 25

[die]
io_pins = 10
dieWidth_um = 80
initial_core_util_pct = 9.38
row_count = 21
die-area_um2 = 6400
die_y_um = 80
coreArea_um2 = 3420

[global_routing]
grt_overflow = 0
track_usage_pct = 3.00
first_global_vias = 287
grt_max_degree = 9
antenna_found_initial = 0
grt_pass1_wl_mm = 1.47

[status]
outcome = "completed"

[min_path]
hold_class = "in -> async"
[stage by stage]
stage               worst slack (ps)  instance area (um2)
floorplan                        394                  320
global placement                 108                  475
detailed placement               112                  475
CTS                              134                  541
global route                    89.3                  541
finish                           148                  541
[power by group through the flow]
stage | registers (W) | logic [W] | clock network [W]
CTS | 0.000249 | 0.00000812 | 0.000195
finish | 0.000249 | 0.00000778 | 0.000184
global route | 0.000249 | 0.00000939 | 0.000203
[cells in the mapped netlist (all sizes together)]
master,instances
and3,1
dfrtp,8
ha,1
inv,2
nand2,2
nand3,3
nor2,1
nor3,1
xnor2,3
xor2,3
[layout make-up]
| type | count | area (um2) |
|---|---|---|
| clock buffers | 3 | 22.5 |
| well taps | 46 | 57.6 |
| repair buffers | 17 | 140 |
| flip-flops and latches | 8 | 200 |
| inverters | 2 | 7.51 |
| fillers | 383 | 2880 |
| multi-input cells | 15 | 113 |
[per-layer routing]
metal | global-route usage (%) | up-vias | routed length [um] | part of all wire [%]
met4 | 0.528 | 0 | 0 | 0
met1 | 3.52 | 115 | 343 | 43
li1 | - | 122 | - | -
met5 | 0 | - | 0 | 0
met2 | 4.09 | 9 | 335 | 42
met3 | 2.61 | 0 | 123 | 15
[worst max path at each step]
stage	cells after the start	start	to	slack, ps
CTS	1	count[3]	led[3]	130
global route	1	count[3]	led[3]	90
finish	1	count[3]	led[3]	150
[timing repair]
item,4_1_cts,5_1_grt
resized,8,0
buffers inserted,7,0
endpoints found under the setup margin,8,0
hold endpoints to repair,0,0
[cells by family after synthesis]
group,after synthesis,share of synthesized area [%]
XOR/XNOR,6,16.4
adder cells (fa/ha/maj),1,3.91
flip-flops,8,62.5
AND/OR/NAND/NOR,8,14.8
buffers and inverters,2,2.34
