--- /design/flow/config.mk ---
export PLATFORM = sky130hd
export DESIGN_NAME = dcmotor_control
export DESIGN_NICKNAME = dcmotor_control
export VERILOG_FILES = /design/flow/design.v
export SDC_FILE = /design/flow/constraint.sdc
export NUM_CORES = 4
export LEC_CHECK = 1
export CORE_AREA = 10 10 70 70
export DIE_AREA = 0 0 80 80
--- /design/flow/constraint.sdc ---
current_design dcmotor_control

set clk_period 1.8
set clk_io_pct 0.2

create_clock -name clk0 -period $clk_period [get_ports {clk}]

set non_clock_inputs [all_inputs -no_clocks]
set_input_delay [expr $clk_period * $clk_io_pct] -clock clk0 $non_clock_inputs
set_output_delay [expr $clk_period * $clk_io_pct] -clock clk0 [all_outputs]
--- /design/flow/design.v ---
module dcmotor_control(
    input [7:0] vc,
    input clk,rst,
    output reg pwm
    );
reg [7:0] count;
always @(posedge clk)
begin if(rst)
count=8'b0;
else if(count<vc) begin
pwm=1'b1;
count=count+1;
end
else
begin
pwm=1'b0;
count=count+1;
end
end
endmodule
--- /design/flow/run.sh ---
#!/bin/bash
# OpenROAD 26Q1-2900-gdf79404cd8, Yosys 0.63+post, stock flow scripts
make -C /OpenROAD-flow-scripts/flow DESIGN_CONFIG=/design/flow/config.mk WORK_HOME=/design/flow/orfs finish
==> summary.txt <==
The synthesis and place-and-route flow finished, so here is a summary.

The run finished with clean final reports. The insertion delay to the later sink of the worst-skew pair came out at 0.26 ns. TritonCTS built the clock tree. Per the detail_route report, vias per standard cell equal 3.62.

The total power of the final layout is 419 uW. Tracing the worst setup path back leads to its startpoint at vc[7]. For reference, the top logic cell family by area is adder cells.

The area fraction in mux cells is 0%. The final hold violation count recorded for this run is 0. The final report lists the setup-violating endpoint count as 0. RePlAce ended its routability-driven mode at a weighted congestion of 0.702. For the final routed database, the setup TNS stands at 0 ns. In the synthesized netlist, the cells that appear most often are 8 x sky130_fd_sc_hd__dfxtp_1, 8 x sky130_fd_sc_hd__ha_1, 8 x sky130_fd_sc_hd__inv_1. The synthesis report lists the most area-consuming cells as sky130_fd_sc_hd__dfxtp_1 31%, sky130_fd_sc_hd__ha_1 19%, sky130_fd_sc_hd__a21oi_1 6.8%. The cell count after placement is 116. The detailed-placement wirelength estimate is 828 um. The worst setup path is of the in -> reg kind. The maximum buffer depth of the clock tree is 2. The worst supply voltage drop on vdd came out at 0.126 mV. The filler cell count is 384. The via count came out at 434. Max-slew check failures listed in the final report amount to 0. The number of buffers and inverters on the critical path is 2.

In this run, the synthesized area fraction spent on and/or/nand/nor cells is recorded as 19.2%. The diode insertion count for antenna repair is 0. The power density relative to cell area came out at 603 nW/um2. The number of enable-type register cells in the synthesized netlist is 1. The final cell count without fillers is 120. The routing layer with the top usage in global route is met2. The overall routing resource usage came out at 3.25%. The routing usage on met1 came out at 3.76%.

The tally of max-capacitance violations came out at 0. The total of flip-flops plus latches after synthesis is 9. The netlist area before placement is 514 um2. Per the CTS log, the maximum H-tree level is 1. STA classifies the critical path endpoint as a flip-flop. The chip area from the yosys synthesis statistics is 514 um2. The proportion of power drawn by flip-flops and latches came out at 51.5%. The clock share of power came out at 36.3%. The time the worst path needs with I/O delays and setup came out at 1.50 ns. The chip area came out at 6400 um2. Setup repair after global routing left no endpoint under its margin. The largest individual stage delay along the critical path comes from the cell sky130_fd_sc_hd__clkdlybuf4s50_1. In this design, the largest share of critical-path delay is due to buffers and inverters.

Per the timing report, the most critical flop-to-flop path originates at count[0]. The met2 routing resource usage after global routing came out at 4.65%. The clock sink total is 9. The cell-internal power came out at 325 uW. The xor/xnor cell area share of the yosys netlist is 5.11%. The cell-mix breakdown from Yosys lists the compound-gate area share as 12.7%. The startpoint type of the worst setup path is a primary input.

The leakage component of the power was reported as 0.283 nW. The routed wire length is 1030 um. The tool warning count for the run is 25. The fraction of met3 tracks used by global routing is 2.84%.

The final cell utilization of the core is 20.3%. Per the log, the first TritonRoute iteration ended with a DRC count of 21. The worst clock skew is 0.00701 ns. The per-instance average area after synthesis is 8.43 um2. The floorplan core area came out at 3420 um2. The report lists the cells along the critical path as clkdlybuf4s50_1, inv_1, ha_1, nand3_1, o211ai_1, a21oi_1. After synthesis, the share of flip-flops with an asynchronous set or reset is 0%.

The wire length of the first global-routing pass is 1650 um. In this run the horizontal extent of the chip is 80 um. The upper clock frequency limit is 0.668 GHz. Post-CTS timing repair inserted 0 buffers for setup. Among all stages on the critical path, the maximum delay recorded is 0.45 ns.

The layout overhead on the synthesized area is 35.0%. The total net switching power came out at 94.1 uW. The proportion of synthesized chip area in sequential cells came out at 37.0%. The count of pins on the block boundary is 11. The number of clock buffers inserted by TritonCTS came out at 3. The count of port buffers added during placement came out at 10. After clock tree synthesis, the repair step resized 0 gates. The remaining routing DRC violations is 0. The floorplan has 21 rows. The timing report gives the clock slew at the launch and capture registers of the worst setup and hold paths as 0.06 ns. The maximum fanout along the worst path came out at 3. The via count of the first global-routing pass is 403. The transition time recorded at the tightest slew-check pin is 0.330 ns.

Per the synthesis report, the dominant area consumer among library cells is sky130_fd_sc_hd__dfxtp_1. The initial antenna violation count was 0. Per the OpenROAD floorplan log, the height of the die is 80 um. The arrival time reported for the critical path endpoint is 1.50 ns. In this run the clock root is driven by a sky130_fd_sc_hd__clkbuf_4. The timing report gives the worst reg2reg path a setup slack of 0.48 ns.

The total number of yosys warnings came out at 1. Dividing the detail-routed wire length by the instance count gives 8.57 um. The report puts the hold buffer count at CTS at 0. At the floorplan stage, the core utilization is reported as 15.1%. The area share of the leading cell type in the synthesized netlist came out at 31.1%. According to the timing report, the data required time at the worst endpoint equals 1.81 ns.

The count of distinct cell types in the synthesized netlist came out at 19. The switching part of the total power is 22.5%. The final cycle utilization of the critical path is 83.2%.

In the final layout, the share of cells above drive strength 1 is 6.76%. The iteration count recorded for the first detailed-route pass is 2. The count of nets left with antenna violations after detail routing came out at 0.

The adder-cell share of the synthesized area came out at 19.5%. The max-slew headroom at the worst pin is 77.9%. The logic gate share of total power came out at 12.2%. The maximum number of pins on one net before global-route repair came out at 10. The count of mapped cells out of synthesis came out at 61. Per the hold report, the tightest min-delay path originates at count[0].

Looking at the cell usage after synthesis, the top flip-flop cell is sky130_fd_sc_hd__dfxtp_1. The cell count listed in synth_stat.txt is 61. The residual overflow from global routing is 0. The worst min-delay path category is reg -> reg.
per-layer routing:
metal | wire length [um] | up-vias
met5 | 0 | -
met2 | 427 | 12
met1 | 466 | 188
met3 | 134 | 0
met4 | 0 | 0
li1 | - | 234
kinds of logic after synthesis:
family                     count (synthesis)
buffers and inverters                      9
DFF                                        9
and+or+nand+nor                           20
AOI/OAI and AO/OA                         12
xor gates and xnor gates                   3
adders and majority gates                  8
worst paths after layout:
path	to	depth (start not counted)
worst max-delay path	pwm	6
worst min-delay path	count[0]	1
worst max register to register	count[6]	4
worst min register to register	count[0]	1
area by class of cell:
class	count	area (um2)	area share (%)
multi-input combinational	43	290	41.8
clock buffer	4	26.3	3.78
inverter	8	30.0	4.32
timing repair buffer	10	100	14.4
tap	46	57.6	8.29
sequential	9	190	27.4
through the flow:
stage / instance area, um2 / hold WS [ns] / worst slack [ns]
CTS: 694 / 0.489 / 0.309
finish: 694 / 0.488 / 0.302
floorplan: 514 / 0.441 / 0.563
detailed placement: 668 / 0.476 / 0.0390
global placement: 668 / 0.465 / 0.0547
global route: 694 / 0.538 / 0.246
power groups by stage:
stage	Sequential (mW)	Combinational, mW	Clock [mW]
after CTS	0.216	0.0523	0.158
final	0.216	0.0512	0.152
after global routing	0.216	0.0594	0.173
registers in the layout (all words and copies together) (netlist names):
signal / count
count: 8
pwm: 1
layout by cell type, fill, tap and decap left out, types with 2 or more instances in the layout:
cell type,count
sky130_fd_sc_hd__nand2_1,4
sky130_fd_sc_hd__nor2b_1,2
sky130_fd_sc_hd__clkdlybuf4s50_1,10
sky130_fd_sc_hd__xor2_1,2
sky130_fd_sc_hd__o21ai_0,3
sky130_fd_sc_hd__nor2_1,5
sky130_fd_sc_hd__dfxtp_1,8
sky130_fd_sc_hd__inv_1,8
sky130_fd_sc_hd__clkbuf_4,3
sky130_fd_sc_hd__a21oi_1,7
sky130_fd_sc_hd__nand3_1,5
sky130_fd_sc_hd__ha_1,8
No activity file was given, so power comes from the tool's default toggle rates.
